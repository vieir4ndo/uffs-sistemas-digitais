--- ./design.v ---
module ula (
    input[15:0] E0,
    input[15:0] E1,
    input chave,
    output[15:0] saida
);
reg[15:0] out;
assign saida = out;
always @(E0, E1, chave) begin
     case(chave)
        1'b1 : out = E0 * E1;
        default : out = E0 + E1;
    endcase
end
endmodule
--- ./run.sh ---
#!/bin/bash
# OpenROAD 26Q1-2900-gdf79404cd8, Yosys 0.63+post, stock flow scripts
make -C /OpenROAD-flow-scripts/flow DESIGN_CONFIG=/design/flow/config.mk WORK_HOME=/design/flow/orfs finish
--- ./config.mk ---
export PLATFORM = sky130hd
export DESIGN_NAME = ula
export DESIGN_NICKNAME = ula
export VERILOG_FILES = /design/flow/design.v
export SDC_FILE = /design/flow/constraint.sdc
export NUM_CORES = 4
export LEC_CHECK = 1
export CORE_UTILIZATION = 30
--- ./constraint.sdc ---
current_design ula

set clk_period 11.7
set clk_io_pct 0.2

create_clock -name clk0 -period $clk_period

set non_clock_inputs [all_inputs -no_clocks]
set_input_delay [expr $clk_period * $clk_io_pct] -clock clk0 $non_clock_inputs
set_output_delay [expr $clk_period * $clk_io_pct] -clock clk0 [all_outputs]
==> impl_metrics.toml <==
# flow metrics
[status]
status = "finished, final reports clean"

[sta]
drv_slew = 0
timing.slew.headroom_pct = 46.8
worst_pin_slew_ns = 0.795
fmax_ghz = 0.0928
setup_viol = 0
hold_viol_final = 0
finalCriticalPeriod_ns = 10.77
worst_slack_ns = 0.926
tns_ns = 0
fin_crit_sh_pct = 92.1
rsz0062_at_grt = "no"

[synthesis]
syn_avg_cell_area_um2 = 8.20
syn_inst = 573
synth_warnings = 1
yosys_area_um2 = 4700
synth_cell_types = 37
ys_seq_share_pct = 0
ys_cells = 573
syn_area_um2 = 4700

[global_routing]
grt_pass1_wl_um = 21100
antenna_found_initial = 0
grt_max_degree = 28
track_usage_pct = 17.6
grt-ovfl-total = 0
grt_pass1_vias = 3969

[critical_path]
startpoint_type = "input port"
endpoint_kind = "primary output"
path_max_fanout = 16
crit_type = "in2out"
critPathMostFrequentCell = "fa_1"
crit_slowest_cell = "clkdlybuf4s50_1"
crit_chain = "clkdlybuf4s50_1 -> and2_1 -> fa_1 -> inv_1 -> fa_1 -> inv_1 -> ha_1 -> fa_1 -> fa_1 -> inv_1 -> fa_1 -> inv_1 -> ha_1 -> nor3_1 -> o21ai_1 -> o211a_1 -> a31oi_1 -> nor2b_1 -> xor2_1 -> mux2i_1 -> clkdlybuf4s50_1"
critPathLaunch = "E1[1]"
worstPathArrival_ns = 8.43
slowest_delay_ns = 0.81
cp.required_ns = 9.36

[cells_and_area]
seq_area_um2 = 0
stdcell_count = 823
drive_gt1_share_pct = 1.31
final_core_util_pct = 35.6
seq_cell_count = 0
area_growth_pct = 15.6
nFillCells = 1611
fin_area_um2 = 5430
comb_area_um2 = 4190
n_clock_buffer = 0

[routing]
route.antenna.diode_count = 0
vias = 3791
first_iter_violations = 118
detail_route.wl_per_cell_um = 15.1
drcViolationCount = 0
antenna_left = 0
dr.pass1.iters = 4
wl_um = 12400
vias_per_cell = 4.61

[placement]
gp_congestion = 0.898
placed_cell_area_um2 = 5430
dp_hpwl_um = 9960
io_buffers = 49
post-place-ws_ns = 0.980
dp.cells = 823

[power]
power_density_nw_per_um2 = 214
leakage_uw = 0.00266
ir_drop_mv = 0.427

[worst_hold_path]
hold_start = "chave"
hold_path_end = "saida[4]"
whs_path_depth = 5
hp-class = "in2out"

[cts]
cts_resized = 0
cts_setup_buffers = 0
postCtsHoldBufs = 0

[run]
warnings = 32
drv_cap = 0

[floorplanning]
die_area_um2 = 16200
die_h_um = 127
fp_util_pct = 30.8
rows = 45
coreArea_um2 = 15300
die_w_um = 127
pin_count = 49
==> per-layer routing <==
layer	vias up	GRT usage, %	wire (um)
met2	147	27.4	5650
li1	1851	-	-
met5	-	0	0
met3	8	6.57	1310
met1	1785	24.9	5360
met4	0	1.33	95
==> report_power, final <==
part           internal [uW]  switching [uW]  leakage [uW]
clock network              0               0             0
registers                  0               0             0
logic                    601             559       0.00266
==> Yosys cell counts (all sizes together) <==
library cell / n / area (um^2)
xnor2: 36 / 315
a31o: 1 / 8.76
o311a: 1 / 10.0
xor2: 12 / 105
a41oi: 1 / 16.3
and2: 64 / 400
ha: 64 / 801
mux2: 1 / 11.3
or2: 1 / 8.76
o41a: 1 / 11.3
o311ai: 1 / 8.76
inv: 121 / 454
nand2b: 4 / 25.0
o211a: 1 / 10.0
fa: 81 / 1620
a31oi: 5 / 31.3
nor2: 14 / 52.6
nor2b: 3 / 18.8
a211o: 2 / 17.5
or3: 2 / 12.5
a21o: 5 / 37.5
clkbuf: 14 / 52.6
o211ai: 1 / 7.51
nand3: 3 / 15.0
o31ai: 3 / 22.5
and3: 2 / 12.5
a211oi: 3 / 27.5
o21a: 3 / 22.5
a21oi: 18 / 90.1
nand3b: 1 / 7.51
nand2: 76 / 285
mux2i: 4 / 40.0
o21ai: 20 / 100
xnor3: 1 / 22.5
nor3: 3 / 15.0
==> layout by cell type (no fill, tap or decap), types with 4 or more instances in the layout <==
| master | Yosys | final |
|---|---|---|
| nand2_1 | 76 | 76 |
| a21oi_1 | 18 | 18 |
| clkdlybuf4s50_1 | 0 | 49 |
| a21o_1 | 5 | 5 |
| xor2_1 | 12 | 12 |
| mux2i_1 | 4 | 4 |
| xnor2_1 | 36 | 36 |
| nand2b_1 | 4 | 4 |
| a31oi_1 | 5 | 5 |
| o21ai_1 | 13 | 13 |
| buf_4 | 0 | 4 |
| fa_1 | 81 | 81 |
| o21ai_0 | 7 | 7 |
| and2_1 | 64 | 64 |
| ha_1 | 64 | 64 |
| inv_1 | 121 | 121 |
| nor2_1 | 14 | 14 |
==> critical path: cells and delay by family <==
family | cells | cell delay [ns]
and+or+nand+nor | 3 | 0.89
AOI/OAI and AO/OA | 3 | 0.54
xor gates and xnor gates | 1 | 0.08
buffers and inverters | 6 | 1.48
muxes | 1 | 0.15
adders and majority gates | 7 | 2.93
==> kinds of logic after synthesis <==
| logic type | after synthesis | share of synthesized area (%) |
|---|---|---|
| AOI/OAI and AO/OA | 66 | 8.97 |
| and+or+nand+nor | 173 | 18.2 |
| muxes | 5 | 1.09 |
| buffers and inverters | 135 | 10.8 |
| adders and majority gates | 145 | 51.6 |
| xor gates and xnor gates | 49 | 9.43 |
==> how the worst max path moves through the flow <==
stage      endpoint  slack, ns  cells after the start
6_report  saida[13]       0.93                     21
5_1_grt   saida[13]       0.59                     21
4_1_cts   saida[15]       0.96                     19
==> final cells by class <==
class	count	share of cell area (%)
Timing Repair Buffer	53	9.59
Tap cell	211	4.86
Multi-Input combinational cell	438	77.2
Inverter	121	8.36
==> per-stage QoR <==
stage          total power (uW)  hold slack, ns
6_report                   1160            5.84
5_1_grt                    1350            5.91
4_1_cts                    1170            5.85
3_5_place_dp               1160            5.84
3_3_place_gp               1170            5.85
2_1_floorplan               810            4.88
Power and IR drop assume default switching activity.
