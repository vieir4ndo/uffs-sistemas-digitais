==> flow/design.v <==
module mux (
    input[15:0] E0,
    input[15:0] E1,
    input[15:0] E2,
    input[15:0] E3,
    input[1:0] chave,
    output[15:0] saida
);
reg[15:0] out;
assign saida = out;
    always @ (E0, E1, E2, E3, chave) begin
        case (chave)
            2'b00 : out <= E0;
            2'b01 : out <= E1;
            2'b10 : out <= E2;
            default : out <= E3;
        endcase
    end
endmodule
==> flow/run.sh <==
#!/bin/bash
# OpenROAD 26Q1-2900-gdf79404cd8, Yosys 0.63+post, stock flow scripts
make -C /OpenROAD-flow-scripts/flow DESIGN_CONFIG=/design/flow/config.mk WORK_HOME=/design/flow/orfs finish
==> flow/config.mk <==
export PLATFORM = sky130hd
export DESIGN_NAME = mux
export DESIGN_NICKNAME = mux
export VERILOG_FILES = /design/flow/design.v
export SDC_FILE = /design/flow/constraint.sdc
export NUM_CORES = 4
export LEC_CHECK = 1
export CORE_AREA = 10 10 70 70
export DIE_AREA = 0 0 80 80
==> flow/constraint.sdc <==
current_design mux

set clk_period 1.0
set clk_io_pct 0.2

create_clock -name clk0 -period $clk_period

set non_clock_inputs [all_inputs -no_clocks]
set_input_delay [expr $clk_period * $clk_io_pct] -clock clk0 $non_clock_inputs
set_output_delay [expr $clk_period * $clk_io_pct] -clock clk0 [all_outputs]
==> flow_results.org <==
#+TITLE: Synthesis and PnR summary

** Flow run
- Tally of max-capacitance violations :: 0
- The number of warnings reported in the stage logs is 35.

** STA
- Counting endpoints that fail hold in the final report gives 0.
- Setup violators final :: 16
- Worst-Margin Slew :: between 0.1 and 0.15 ns
- Peak clock frequency supported by timing :: 804 MHz
- In this run the tightest slew margin relative to its limit is 93.0%.
- Setup repair after global routing could not meet its margin everywhere.
- Portion of the clock cycle consumed by the worst path in the final layout :: 124%
- Period minus WS final :: approximately 1.2 ns
- Counting pins that exceed their max-slew limit in the final report gives 0.
- The final timing report gives a worst setup slack of -0.244 ns.

** Global routing
- The first global-routing pass estimated 4170 µm of wire.
- Number of antenna violations at the first check in global routing :: 0
- For this run, global-route usage on met1 was measured as 8.77%.
- Entering global routing, the biggest net connects 9 pins.
- GRT met3 Usage :: ~7%
- Global route total overflow :: 0
- Vias in the first global route :: 800
- Total GRT Usage :: 8.28%
- Global-route met2 utilization :: 13.2%
- Per the GRT log, the top usage layer is met2.

** Finish
- For this run, the number of standard cells in the final layout without fillers is roughly 150.
- Registers take 0 µm².
- Post-route standard cell area excluding fillers :: 1170 µm²
- By instance count after routing, the leading logic cell type is sky130_fd_sc_hd__dlygate4sd2_1.
- At the end of the flow the core is filled with cells to between 30% and 40%.
- In the final layout, the share of cells above drive strength 1 is 36.9%.
- In the layout the commonest cells are 64 x sky130_fd_sc_hd__dlygate4sd2_1, 16 x sky130_fd_sc_hd__mux4_2, 16 x sky130_fd_sc_hd__buf_2.
- The flow measured a signed area growth from synthesis to layout of 177%.
- Counting the clock-network buffers in the layout gives 0.
- Flop count :: 0

** Die
- Num ports :: 82
- The floorplan step defined a die boundary enclosing 6400 µm².
- Die height :: 80 µm
- Row cnt :: 21
- Per the OpenROAD floorplan log, the area of the core is about 3400 µm².
- Chip width :: roughly 80 µm
- Fp_density :: 12.4%

** Placed design
- GP Congestion :: 0.824
- Cell area after placement :: between 1000 and 1500 µm²
- In this run, placement finished with an instance count of 148.
- Tally of buffers added on design ports :: around 80

** Power and ir drop
- Worst supply voltage drop on vdd :: 0.133 mV
- Leakage power summed over all cells :: 0.557 nW
- Power spread over the standard cell area amounts to between 300 and 400 nW/µm².

** Worst setup path
- Element type at the critical path start :: input port
- Looking at the setup timing report, the critical path kind is in -> out.
- The worst setup path is captured at a primary output.
- According to the timing report, the data required time at the worst endpoint equals 0.80 ns.
- WP data arrival :: 1.04 ns
- STA lists the maximum fanout along the critical path as 6.

** CTS
- The number of hold buffers added after CTS was 0.

** Run status
- The final reports fail on negative setup slack.
- Run status :: finished with violations

** Yosys
- The share of the Yosys chip area taken by registers is 0%.
- Mean Syn Cell Area :: 21.2 µm²
- Share of the synthesized area in the top cell type :: 53.1%
- Distinct cells, synth :: 5
- Library cell with the largest summed area after synthesis :: sky130_fd_sc_hd__mux4_2
- Number of cells in the yosys synthesis report :: 20
- The synthesized instance count is 20.
- The synthesized netlist has a Yosys-reported chip area of 424 µm².
- Number of warnings issued by yosys :: 1
- Main area contributors :: sky130_fd_sc_hd__mux4_2 53%, sky130_fd_sc_hd__mux4_1 37%, sky130_fd_sc_hd__buf_12 4.7%, sky130_fd_sc_hd__buf_6 2.7%, sky130_fd_sc_hd__buf_2 2.4%
- The cell area that synthesis handed to floorplanning was 424 µm².

** Detailed routing
- Across all layers, the routed design uses around 590 vias.
- In the routed layout, each cell is associated on average with a via count of 3.97.
- Routed Wire Length :: around 2800 µm
- Total iterations of the first detailed-routing run :: 2
- After detailed routing, the number of remaining DRC violations is 0.
- Per the log, the first TritonRoute iteration ended with a DRC count of 9.
- Post-detailed-route wirelength per cell :: 18.5 µm
- Per the post-route antenna check, the number of violating nets is 0.
- The routed design ends up with an antenna cell count of 0.

** Worst hold path
- Worst min-delay path endpoint :: saida[11]
- Note that the worst hold path type here is in -> out.
- Worst Min Path Start :: E0[11]
- The worst hold path was traced through 3 stages.
area by class of cell:
class / instances / area [µm²]
well taps: 46 / 57.6
repair buffers: 87 / 756
multi-input cells: 16 / 360
fillers: 379 / 2240
per-layer routing:
layer | share of wire (%) | vias up | wire [µm]
met3 | 21 | 0 | 581
met2 | 42 | 65 | 1150
met4 | 0 | 0 | 0
li1 | - | 270 | -
met5 | 0 | - | 0
met1 | 37 | 257 | 1030
worst max path at each step:
stage,slack (ns),cells after the start,start,to
final,-0.24,4,chave[0],saida[5]
after global routing,-0.29,4,chave[0],saida[7]
after CTS,-0.26,4,chave[0],saida[0]
cell usage after synthesis:
cell type and instances:
sky130_fd_sc_hd__buf_2 2, sky130_fd_sc_hd__buf_12 1, sky130_fd_sc_hd__buf_6 1, sky130_fd_sc_hd__mux4_1 6, sky130_fd_sc_hd__mux4_2 10
through the flow:
step | setup TNS [ns] | total power (W) | hold slack [ns] | setup WS [ns]
after global placement | -16.77 | 0.000540 | 1.52 | -1.10
after floorplan | -0.880 | 0.000139 | 0.559 | -0.0880
final | -3.66 | 0.000412 | 0.886 | -0.244
after global routing | -4.22 | 0.000453 | 0.907 | -0.290
after detailed placement | -17.04 | 0.000542 | 1.51 | -1.12
after CTS | -3.84 | 0.000422 | 0.891 | -0.257
cells by family after synthesis:
family | share of synthesized area [%]
multiplexers | 90.3
buffers and inverters | 9.73
worst max-delay path, cell delays in order:
cell	delay [ns]
sky130_fd_sc_hd__buf_12	0.10
sky130_fd_sc_hd__buf_12	0.12
sky130_fd_sc_hd__mux4_2	0.49
sky130_fd_sc_hd__buf_2	0.13
timing repair:
item	4_1_cts	5_1_grt
gates cloned	1	0
gates resized	132	1
buffers inserted	0	0
setup endpoints to repair	16	16
report_power, final:
group / internal, W / switching, W
logic: 0.000309 / 0.000103
registers: 0 / 0
clock network: 0 / 0
total: 0.000309 / 0.000103
No activity file was given, so power comes from the tool's default toggle rates.
